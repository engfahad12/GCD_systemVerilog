$ cat run.sh
#!/bin/bash
# OpenROAD 26Q1-2900-gdf79404cd8, Yosys 0.63+post, stock flow scripts
make -C /OpenROAD-flow-scripts/flow DESIGN_CONFIG=/design/flow/config.mk WORK_HOME=/design/flow/orfs finish
$ cat config.mk
export PLATFORM = sky130hd
export DESIGN_NAME = sub
export DESIGN_NICKNAME = sub
export VERILOG_FILES = /design/flow/design.v
export SDC_FILE = /design/flow/constraint.sdc
export NUM_CORES = 4
export LEC_CHECK = 1
export CORE_AREA = 10 10 112 112
export DIE_AREA = 0 0 122 122
$ cat design.v
`timescale 1ns / 1ps
module sub(
    input logic [31:0] A,
    input logic [31:0] B,
    output logic [31:0] Res
    );
    assign Res= A - B;
endmodule
$ cat constraint.sdc
current_design sub

set clk_period 13.3
set clk_io_pct 0.2

create_clock -name clk0 -period $clk_period

set non_clock_inputs [all_inputs -no_clocks]
set_input_delay [expr $clk_period * $clk_io_pct] -clock clk0 $non_clock_inputs
set_output_delay [expr $clk_period * $clk_io_pct] -clock clk0 [all_outputs]
==> summary.txt <==
Maximum number of pins on one net before global-route repair -> 10
GRT Overall Usage -> 8.61%
Hpwl dp -> 5920 um
RSZ-0062 raised after global routing -> no
Remaining Overflow, GRT -> 0
Postcts setup bufs -> 0
Layout cell share with drive strength beyond 1 -> 1.91%
Die Height -> 122 um
Post-Syn Instances -> 279
Cell area after synthesis -> 1840 um^2
Via/cell ratio -> 4.35
Worst VDD drop -> 0.0000170 V
Most area-hungry cell type in the Yosys netlist -> ha_1
Relative slew slack -> 68.0%
Yosys top cell by instances -> inv_1
Post-layout util -> 28.7%
Floorplan Core Area -> 10200 um^2
# DRC -> 0
Worst EP arrival -> 5.57 ns
Io pins -> 96
Hold Slack -> 6.32 ns
Row cnt -> 37
Layout fillers -> 1089
Leakage power total -> 1.34 nW
Reg area -> 0 um^2
Synth Seq Share -> 0%
Final setup fails -> 0
Final period utilization -> 61.9%
Syn avg cell area -> 6.59 um^2
First-pass GRT wire length -> 10800 um
Die Size -> 14900 um^2
Number of max-cap violations -> 0
Gate Area -> 1650 um^2
Area Overhead vs Synth -> 59.8%
Fmax -> 122 MHz
Post-CTS sizing -> 0
Leading cell types by count after synthesis -> 41 x inv_1, 31 x ha_1, 28 x nand2_1, 24 x a21oi_1, 23 x nor2_1
Antenna cells -> 0
Slew Limit Fails -> 0
Critical path class -> in2out
FP Util -> 18.0%
Initial DRC Count -> 75
Die Wd -> 122 um
OpenROAD warning count -> 32
Status -> finished, final reports clean
Initial antenna violation count -> 1
Crit Path Max Fanout -> 3
HP Class -> in2out
Post-Layout Cell Count -> 503
GP Congestion -> 0.865
Final Hold Viols -> 0
Placed Cells incl. Taps -> 503
Final ANT Viol Nets -> 0
Vias in the first global route -> 2257
Seq Cell Count -> 0
Yosys Chip Area -> 1840 um^2
Top cells by area -> ha_1 21%, inv_1 8.4%, xnor2_1 7.6%
DR WL/cell -> 13.1 um
Post-CTS Hold Fix Bufs -> 0
Post-Route Setup TNS -> 0 ns
Drt pass-1 iters -> 4
Area share of the largest cell type after synthesis -> 21.1%
Pwr per Cell Area -> 50.3 nW/um^2
Tmin final -> 8.23 ns
Launching element type of the critical path -> input pin
Routed vias -> 2190
Quantity of I/O buffers inserted on ports -> 96
Slew @ Worst Pin -> 0.476 ns
Unique cell types -> 42
# Cells Yosys -> 279
Post-Route WL -> 6580 um
Clkbuf count -> 0
WP data required -> 10.64 ns
Crit path capture type -> output port
Yosys warnings -> 0
-- layout make-up --
| cell class | count | share of cell area [%] |
|---|---|---|
| tap | 136 | 5.79 |
| timing repair buffer | 96 | 32.7 |
| inverter | 41 | 5.24 |
| multi-input combinational | 230 | 56.3 |
-- power breakdown --
part / switching, mW / internal (mW) / leakage (nW) / total [mW]
clock network: 0 / 0 / 0 / 0
registers: 0 / 0 / 0 / 0
logic: 0.0604 / 0.0876 / 1.34 / 0.148
-- worst max-delay path: stages --
cell             delay (ns)
clkdlybuf4s50_1        0.45
inv_1                  0.04
ha_1                   0.20
fa_1                   0.41
nor2b_1                0.18
o2111ai_1              0.17
nand2_1                0.18
a31o_4                 0.20
a21oi_2                0.08
o311ai_1               0.32
xor2_1                 0.17
clkdlybuf4s50_1        0.50
-- metal layers --
layer | vias up | track usage, % | part of all wire, %
met5 | - | 0 | 0.17
met4 | 2 | 0.149 | 0.18
met3 | 4 | 2.44 | 8.6
met2 | 69 | 14.7 | 45
met1 | 951 | 11.2 | 46
li1 | 1164 | - | -
-- logic make-up after synthesis --
logic type	synth area share, %
AOI/OAI and AO/OA	36.2
xor gates and xnor gates	12.9
adders and majority gates	22.2
buffers and inverters	10.1
and+or+nand+nor	18.7
-- final timing paths --
check / from / endpoint / slack (ns) / cells past startpoint
max: A[0] / Res[30] / 5.07 / 12
min: B[0] / Res[0] / 6.32 / 4
-- metrics by stage --
stage               total power, mW  setup WS, ns  cell area (um^2)
floorplan                    0.0702          6.21              1840
global placement              0.150          5.09              2940
detailed placement            0.150          5.07              2940
CTS                           0.151          5.06              2940
global route                  0.165          4.83              2940
finish                        0.148          5.07              2940
-- cells in the final DEF, fill, tap and decap left out, types with 2 or more instances in the layout --
cell type	Yosys	routed
a2111oi_0	2	2
a211oi_1	2	2
a21boi_0	2	2
a21o_1	15	15
a21oi_1	24	24
a21oi_2	2	2
and3_1	3	3
clkdlybuf4s50_1	0	96
ha_1	31	31
inv_1	41	41
nand2_1	28	28
nand2b_1	4	4
nand4_1	8	8
nor2_1	23	23
nor2b_1	3	3
nor3_1	4	4
o2111ai_1	2	2
o21a_1	6	6
o21ai_0	16	16
o21ai_1	4	4
o21bai_1	5	5
o311ai_1	2	2
xnor2_1	16	16
xor2_1	11	11
No activity file was given, so power comes from the tool's default toggle rates.
