[design.v]
`timescale 1ns / 1ps
module mux(
    input logic sel,
    input logic [31:0] s0,
    input logic [31:0] s1,
    output logic [31:0] y
    );
    assign y=sel?s1:s0;
endmodule
[run.sh]
#!/bin/bash
# OpenROAD 26Q1-2900-gdf79404cd8, Yosys 0.63+post, stock flow scripts
make -C /OpenROAD-flow-scripts/flow DESIGN_CONFIG=/design/flow/config.mk WORK_HOME=/design/flow/orfs finish
[config.mk]
export PLATFORM = sky130hd
export DESIGN_NAME = mux
export DESIGN_NICKNAME = mux
export VERILOG_FILES = /design/flow/design.v
export SDC_FILE = /design/flow/constraint.sdc
export NUM_CORES = 4
export LEC_CHECK = 1
export CORE_AREA = 10 10 70 70
export DIE_AREA = 0 0 80 80
[constraint.sdc]
current_design mux

set clk_period 1.0
set clk_io_pct 0.2

create_clock -name clk0 -period $clk_period

set non_clock_inputs [all_inputs -no_clocks]
set_input_delay [expr $clk_period * $clk_io_pct] -clock clk0 $non_clock_inputs
set_output_delay [expr $clk_period * $clk_io_pct] -clock clk0 [all_outputs]
==> run summary <==
yosys + openroad results -> dpl ws -0.496 ns, CP Launch Type input pin, Layout area overhead 188%, filler cell count 335, worst-margin pin slew 0.0992 ns, Core Area 0.00342 mm^2, port bufs 97, ANT cells 0, row count 21, first-pass GRT wire length 4310 um, final instance area 0.00157 mm^2, M1 WL 1190 um, DRC Markers 0, hold path depth 3, first-iteration detailed-routing DRC count 3, synthesized area 544 um^2, Ys Warns 0, Post-CTS Setup Inserts 0, Mean Syn Cell Area 15.1 um^2, vias post-DR 720, Hold Path End y[25], Max-cap violations 0, crit-path max FO 6, final hold slack 0.794 ns, yosys stat cell total 36, CP Cell Sequence buf_16, clkbuf_16, mux2_4, buf_6, RSZ-0062 raised after global routing yes, Worst Min Path Start s0[25], register area 0 um^2, met3 WL 278 um, power after layout 0.616 mW, tool warnings 34, slowest library cell on the worst path mux2_4, die width 80 um, placed cell areas 0.00154 mm^2, Final min period 1.10 ns, drt first pass iters 2, total gr overflow 0, Hold Buf Count CTS 0, layout cells sized above 1 52.6%, Worst EP arrival 0.90 ns, crit end category output pin, Critical Path Start sel, leakage 0.852 nW, flop count 0, die area 0.00640 mm^2, GRT Total Usage 8.29%, Finished Core Util 45.8%, setup ws final -0.101 ns, final hold violations 0, pin count of the biggest net entering global routing 10, crit-path max cell delay 0.30 ns, Highest Clock Rate 908 MHz, Post-DP HPWL 2410 um, GPL Wtd Cong 0.760, Cell variety after synth 4, vias per cell 3.98, post-DR wirelength/cell 16.1 um, total routed wirelength 2920 um, Worst Hold Class input pin to output pin, Cells after Synth 36, top sig layer met4, chip area line of the yosys report 544 um^2, antenna viol nets, final 0, status finished, violations left, period utilisation layout 110%, Peak supply drop 0.185 mV, worst path required time 0.80 ns, # setup viols final 32, vias in the first global route 811, initial antenna violation count 0, clkbuf count 0, IO Pins 97, metal2 WL 1430 um, max-slew violations 0, failing checks setup timing, Crit Path Category input pin to output pin, die height 80 um, Seq share, synth 0%, pwr dens 394 mW/mm^2, Rel. slew slack 93.4%, Initial Util 15.9%
[worst max-delay path by stage]
stage     endpoint  depth (start not counted)
5_1_grt      y[26]                          4
4_1_cts       y[2]                          4
6_report     y[26]                          4
[placed cells by master, fill, tap and decap left out]
cell           netlist  layout
buf_6                1      21
buf_2                0      11
buf_16               0       4
clkbuf_16            0       1
dlygate4sd2_1        0      64
mux2_4              30      32
buf_12               3       2
[cells by family after synthesis]
logic type | synth area share, %
multiplexers | 86.9
buffers and inverters | 13.1
[routing by layer]
metal  track usage [%]  vias to the layer above
met5                 0                        -
met4             0.704                        0
met3              2.50                        2
met2              13.9                       53
met1              10.5                      323
li1                  -                      342
[metrics by stage]
step	std cells	TNS, ns
after global placement	177	-15.26
after detailed placement	177	-15.30
after CTS	180	-2.59
after global routing	181	-3.26
final	181	-2.64
after floorplan	36	0
[cell type report]
| cell class | instances | area [um^2] | share of cell area [%] |
|---|---|---|---|
| multi-input combinational | 32 | 480 | 30.7 |
| tap | 46 | 57.6 | 3.68 |
| timing repair buffer | 103 | 1030 | 65.6 |
[synthesized netlist by cell type]
library cell  number  area, um^2
mux2_4            30         450
buf_12             3        60.1
mux2_2             2        22.5
buf_6              1        11.3
[critical path, delay by kind of cell]
| kind | cells | cell delay (ns) |
|---|---|---|
| buf+inv | 3 | 0.40 |
| mux | 1 | 0.30 |
[power breakdown]
part / total, mW / internal (mW) / switching [mW] / leakage, nW
combinational: 0.616 / 0.478 / 0.138 / 0.852
sequential: 0 / 0 / 0 / 0
clock: 0 / 0 / 0 / 0
[repair_timing]
action / CTS / global route
resized: 186 / 6
endpoints found under the setup margin: 32 / 32
gates cloned: 3 / 1
Power figures rest on the tool's default switching activity, not on a simulated workload.
