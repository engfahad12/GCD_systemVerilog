==> /design/flow/design.v <==
`timescale 1ns / 1ps
module Register(
input logic clk,
input logic rst,
input logic[31:0] d_in,
input logic en,
output logic [31:0] d_out
    );
    reg [31:0] x0;
    initial begin
    x0 =32'dz;
    end
    always @(posedge clk) begin
        if(!rst && en) begin
            x0 <= d_in;
        end
    end
    assign d_out=x0;
endmodule
==> /design/flow/run.sh <==
#!/bin/bash
# OpenROAD 26Q1-2900-gdf79404cd8, Yosys 0.63+post, stock flow scripts
make -C /OpenROAD-flow-scripts/flow DESIGN_CONFIG=/design/flow/config.mk WORK_HOME=/design/flow/orfs finish
==> /design/flow/config.mk <==
export PLATFORM = sky130hd
export DESIGN_NAME = Register
export DESIGN_NICKNAME = Register
export VERILOG_FILES = /design/flow/design.v
export SDC_FILE = /design/flow/constraint.sdc
export NUM_CORES = 4
export LEC_CHECK = 1
export CORE_AREA = 10 10 87 87
export DIE_AREA = 0 0 97 97
==> /design/flow/constraint.sdc <==
current_design Register

set clk_period 3.6
set clk_io_pct 0.2

create_clock -name clk0 -period $clk_period [get_ports {clk}]

set non_clock_inputs [all_inputs -no_clocks]
set_input_delay [expr $clk_period * $clk_io_pct] -clock clk0 $non_clock_inputs
set_output_delay [expr $clk_period * $clk_io_pct] -clock clk0 [all_outputs]
==> metrics.csv <==
stage,metric,value,unit
yosys,Post-Synthesis Cell Area,975,um^2
yosys,yosys stat area,975,um^2
yosys,Synth mux share,0,%
worst_setup_path,"critical path, cell by cell",clkdlybuf4s50_1 -> nor2b_4,
yosys,fa+ha+maj area frac,0,%
worst_setup_path,Crit Path Max Fanout,32,
timing,hold_ws,0.993,ns
pwr,Tot Pwr,0.853,mW
timing,period utilisation layout,55.8,%
final_layout,Area Overhead vs Synth,87.9,%
clock_tree,clock sink total,32,
global_route,antenna violations before repair,0,
final_layout,Top cell excl fill/tap,clkdlybuf4s50_1,
global_route,GRT Total Usage,5.26,%
timing,TNS Setup,0,ns
floorplan,Top Ports,67,
worst_setup_path,cell family with most CP delay,simple AND/OR/NAND/NOR gates,
worst_setup_path,crit path capture type,flop,
yosys,yosys simple share,1.41,%
floorplan,fp util,17.3,%
detailed_routing,antenna-violating nets left,0,
job,tool warnings,25,
timing,relative slew slack,42.0,%
pwr,maximum vdd ir drop,0.159,mV
detailed_routing,DRC,0,
global_route,first-pass GRT wire length,3890,um
yosys,Yosys warnings,2,
timing,setup ws final,1.59,ns
detailed_routing,ANT cells,0,
final_layout,Reg with most FFs,x0,
worst_hold_path,Hold Crit Class,in2reg,
floorplan,Core Box Area,5640,um^2
yosys,sequential share of the synthesized area,98.6,%
timing,Final min period,2.01,ns
floorplan,Die Y,97,um
clock_tree,Post-CTS Setup Inserts,0,
yosys,cell count in the Yosys report,33,
global_route,grt total ovfl,0,
yosys,Avg Inst Size Synth,29.5,um^2
final_layout,share of layout cells above drive strength 1,6.54,%
floorplan,number of placement rows,27,
final_layout,Largest register FFs,32,
detailed_routing,final wirelength,2540,um
final_layout,most frequent cells in the layout,"clkdlybuf4s50_1 (66), edfxtp_1 (32), clkbuf_8 (5), clkinv_1 (2)",
floorplan,chip area,9410,um^2
timing,"Hold Violations, Final",0,
yosys,main logic family after synthesis,simple AND/OR/NAND/NOR gates,
place,I/O Buffers,66,
clock_tree,CTS max path bufs,2,
worst_setup_path,"slowest stage delay, CP",0.72,ns
clock_tree,hold_buf cts,0,
timing,Pins Over Slew Limit,0,
worst_setup_path,Worst Path Required,3.50,ns
place,GP Congestion,0.755,
yosys,Mapped Cells,33,
yosys,xor/xnor share of the synthesized area,0,%
place,Setup WS pre-CTS,1.29,ns
timing,f_max,0.498,GHz
worst_setup_path,"Slowest-stage cell, CP",nor2b_4,
yosys,Post-synth regs,32,
pwr,Leak,0.619,nW
job,max_cap viols,0,
detailed_routing,wire length per cell,14.2,um
worst_setup_path,CP arrival,1.91,ns
clock_tree,"Gates resized, CTS repair",0,
detailed_routing,number of DRC markers in iteration 0,10,
detailed_routing,vias,591,
yosys,AO/OA Area Share,0,%
final_layout,filler cell count,522,
clock_tree,CTS root buf,clkbuf_8,
worst_setup_path,crit start category,primary input,
detailed_routing,DR pass1 iterations,2,
timing,endpoints failing setup,0,
final_layout,leading registers by flop count,x0: 32 flops,
clock_tree,H-tree levels,2,
floorplan,Chip Width,97,um
detailed_routing,vias per cell,3.30,
timing,RSZ-0062 raised after global routing,no,
pwr,pwr dens,466,nW/um^2
clock_tree,CTS tree,done,
clock_tree,total CTS buffers,5,
worst_setup_path,worst path bufs/invs,1,
global_route,vias in the first global route,647,
worst_setup_path,WS Path Type,in2reg,
outcome,outcome,completed,
final_layout,final design utilization,32.5,%
clock_tree,"Reg clk slew, reported paths",0.07,ns
timing,Worst Max-Slew Pin Slew,0.868,ns
global_route,largest net degree at the start of global routing,33,
yosys,distinct cell type count after synthesis,2,
[synthesized netlist by cell type]
cell | number | area, um^2
edfxtp_1 | 32 | 961
nor2b_4 | 1 | 13.8
[per-layer routing]
layer  global-route usage [%]  part of all wire [%]  vias to the layer above
met3                     3.80                    13                        3
li1                         -                     -                      277
met2                     8.69                    50                       37
met4                    0.789                   1.1                        0
met1                     5.38                    35                      274
met5                        0                     0                        -
[power breakdown]
part	total, mW	switching (mW)	leakage [nW]	internal (mW)
sequential	0.444	0.00547	0.300	0.438
clock	0.324	0.123	0.0532	0.201
combinational	0.0853	0.0161	0.265	0.0692
total	0.853	0.144	0.619	0.709
[worst paths after layout]
check     from      to  slack (ns)  depth (start not counted)
min    d_in[0]   x0[0]        0.99                          1
max         en  x0[31]        1.59                          2
[final cells by class]
type                    count  area [um^2]  share of cell area [%]
clock buffers               5         68.8                    3.76
clock inverters             3         37.5                    2.05
multi-input cells           1         13.8                   0.751
flip-flops and latches     32          961                    52.5
well taps                  72         90.1                    4.92
repair buffers             66          661                    36.1
[through the flow]
| step | cell area [um^2] | instances |
|---|---|---|
| 2_1_floorplan | 975 | 33 |
| 6_report | 1830 | 179 |
| 5_1_grt | 1830 | 179 |
| 3_3_place_gp | 1730 | 171 |
| 4_1_cts | 1830 | 179 |
| 3_5_place_dp | 1730 | 171 |
[cells by family (layout without fill, tap and decap cells)]
family	count (synthesis)	after routing
buffers and inverters	0	74
AND/OR/NAND/NOR	1	1
flip-flops	32	32
Power figures rest on the tool's default switching activity, not on a simulated workload.
